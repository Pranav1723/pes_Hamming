<file path="design.v">
module pes_rca(
    input [15:0] A,
    input [15:0] B,
    input Cin,
    output [15:0] Sum,
    output Cout
);
wire [15:0] carry;  
assign carry[0] = A[0] & B[0] | (A[0] ^ B[0]) & Cin;
assign carry[1] = A[1] & B[1] | (A[1] ^ B[1]) & carry[0];
assign carry[2] = A[2] & B[2] | (A[2] ^ B[2]) & carry[1];
assign carry[3] = A[3] & B[3] | (A[3] ^ B[3]) & carry[2];
assign carry[4] = A[4] & B[4] | (A[4] ^ B[4]) & carry[3];
assign carry[5] = A[5] & B[5] | (A[5] ^ B[5]) & carry[4];
assign carry[6] = A[6] & B[6] | (A[6] ^ B[6]) & carry[5];
assign carry[7] = A[7] & B[7] | (A[7] ^ B[7]) & carry[6];
assign carry[8] = A[8] & B[8] | (A[8] ^ B[8]) & carry[7];
assign carry[9] = A[9] & B[9] | (A[9] ^ B[9]) & carry[8];
assign carry[10] = A[10] & B[10] | (A[10] ^ B[10]) & carry[9];
assign carry[11] = A[11] & B[11] | (A[11] ^ B[11]) & carry[10];
assign carry[12] = A[12] & B[12] | (A[12] ^ B[12]) & carry[11];
assign carry[13] = A[13] & B[13] | (A[13] ^ B[13]) & carry[12];
assign carry[14] = A[14] & B[14] | (A[14] ^ B[14]) & carry[13];
assign carry[15] = A[15] & B[15] | (A[15] ^ B[15]) & carry[14];
assign Sum = A + B + Cin;
assign Cout = carry[15];
endmodule
</file>
<file path="run.sh">
#!/bin/bash
# OpenROAD 26Q1-2900-gdf79404cd8, Yosys 0.63+post, stock flow scripts
make -C /OpenROAD-flow-scripts/flow DESIGN_CONFIG=/design/flow/config.mk WORK_HOME=/design/flow/orfs finish
</file>
<file path="config.mk">
export PLATFORM = sky130hd
export DESIGN_NAME = pes_rca
export DESIGN_NICKNAME = pes_rca
export VERILOG_FILES = /design/flow/design.v
export SDC_FILE = /design/flow/constraint.sdc
export NUM_CORES = 4
export LEC_CHECK = 1
export CORE_AREA = 10 10 71 71
export DIE_AREA = 0 0 81 81
</file>
<file path="constraint.sdc">
current_design pes_rca

set clk_period 9.2
set clk_io_pct 0.2

create_clock -name clk0 -period $clk_period

set non_clock_inputs [all_inputs -no_clocks]
set_input_delay [expr $clk_period * $clk_io_pct] -clock clk0 $non_clock_inputs
set_output_delay [expr $clk_period * $clk_io_pct] -clock clk0 [all_outputs]
</file>
==> impl_metrics.yaml <==
# implementation run metrics
run_status:
  outcome: "completed"
routing:
  drt_pass1_iterations: 4
  antenna_left: 0
  drt_drc_violations_left: 0
  number_of_vias_per_cell_after_detailed_routing: 4.70
  routed_wire_length_per_instance_um: 12.2
  drtIter0Drc: 39
  detail_route.antenna_diodes: 0
  totalWireLength_um: 2620
  via_count: 1005
synth:
  synth.distinct_cells: 40
  syn-instance-count: 118
  synth-area-yosys_sq_um: 931
  syn-cell-area_sq_um: 931
  yosys.stat.seqShare_pct: 0
  yosysCellCount: 118
  syn-mean-instance-area_sq_um: 7.89
  count_of_warnings_emitted_by_yosys: 0
worst_setup_path:
  crit_path_capture: "Cout"
  crit_type: "in2out"
  worst-path-max-fanout: 2
  cp_cell_sequence: "clkdlybuf4s50_1, inv_1, fa_1, inv_1, fa_1, inv_1, fa_1, nor2b_1, o21a_1, o21ai_0, a21o_1, a21oi_1, clkdlybuf4s50_1"
  timing.critical_path.arrival_ns: 4.51
  critPathSlowestCell: "sky130_fd_sc_hd__clkdlybuf4s50_1"
  worst_setup_path_end_kind: "output port"
  crit_required_ns: 7.36
  cp-start-kind: "input pin"
  critical_path.max_stage_delay_ns: 0.48
  cp-startpoint: "A[0]"
floorplanning:
  floorplan.io_pins: 50
  placeable_core_area_sq_um: 3630
  fp.dieH_um: 81
  initial_core_util_pct: 25.6
  std_cell_rows: 22
  die_x_um: 81
  die_area_sq_um: 6560
final_timing:
  final-max-slew-violation-count: 0
  setup-violations-final: 0
  final.min_clock_period_ns: 6.35
  hold_viol: 0
  final_critical_path_setup_slack_ns: 2.85
  maxSlewHeadroom_pct: 77.0
  totalNegativeSetupSlack_ns: 0
  tightest_slew_ns: 0.345
  max_freq_mhz: 158
  setup_repair_after_global_routing_missed_its_margin: "false"
  final.period_utilization_pct: 69.0
hold_path:
  timing.hold.worst.class: "in2out"
placement:
  placedCellCount: 214
  post_dp_cell_area_sq_um: 1470
  io_buffers: 50
  place_ws_ns: 2.81
  dp.final_hpwl_um: 2370
  globalplace.congestion: 0.753
grt:
  grt_max_degree: 10
  grt_first_pass_wirelength_um: 4330
  globalRoute.totalOverflow: 0
  gr-usage-met2_pct: 12.5
  met1_track_usage_gr_pct: 10.4
  grt_antenna_before_repair: 0
  gr-max-usage-layer: "met2"
  globalRouteTotalUtil_pct: 7.75
  gr-usage-met3_pct: 2.78
  first_global_vias: 975
final_layout:
  areaGrowthSynthToFinish_pct: 57.8
  clkbuf_count: 0
  layout-drive-gt1-share_pct: 6.63
  post-route-cell-area_sq_um: 1470
  post_layout_nonfiller_instances: 214
  seq_cell_count: 0
  seq_area_sq_um: 0
run:
  maxCapViolations: 0
  number_of_warnings_the_tools_reported: 32
power:
  total_power_divided_by_cell_area_nw_per_um2: 71.3
  cellLeakagePower_nw: 0.616
  power.ir.vdd_worst_mv: 0.0253
clock_tree:
  cts_hold_repair.buffers: 0
  postCtsResizedCells: 0
  post_cts_buffers: 0
## layout by cell type (no fill, tap or decap), types with 2 or more instances in the layout
master / synthesis / final
sky130_fd_sc_hd__a31oi_1: 2 / 2
sky130_fd_sc_hd__inv_1: 12 / 12
sky130_fd_sc_hd__nand3_1: 3 / 3
sky130_fd_sc_hd__o21ai_1: 2 / 2
sky130_fd_sc_hd__ha_1: 15 / 15
sky130_fd_sc_hd__o22ai_1: 2 / 2
sky130_fd_sc_hd__fa_1: 3 / 3
sky130_fd_sc_hd__nand2_1: 4 / 4
sky130_fd_sc_hd__xnor2_1: 9 / 9
sky130_fd_sc_hd__o21ai_0: 6 / 6
sky130_fd_sc_hd__a21oi_2: 2 / 2
sky130_fd_sc_hd__and3_1: 3 / 3
sky130_fd_sc_hd__a21o_1: 5 / 5
sky130_fd_sc_hd__clkdlybuf4s50_1: 0 / 50
sky130_fd_sc_hd__o211ai_2: 2 / 2
sky130_fd_sc_hd__nand2b_1: 4 / 4
sky130_fd_sc_hd__nor2_1: 7 / 7
sky130_fd_sc_hd__and2_1: 2 / 2
sky130_fd_sc_hd__a21oi_1: 12 / 12
## layer usage
layer / routed length [um] / up-vias
met4: 0 / 0
met1: 1260 / 433
met5: 0 / -
met3: 272 / 0
li1: - / 540
met2: 1090 / 32
## worst max-delay path: cells and delay by family
family,cells,cell delay [ns]
adder cells (fa/ha/maj),3,0.96
buffers and inverters,5,1.12
AND/OR/NAND/NOR,1,0.11
AND-OR/OR-AND,4,0.48
## per-stage QoR
step | utilization, % | power, mW | hold WS [ns]
detailed placement | 40.4 | 0.106 | 4.72
floorplan | - | 0.0529 | 3.79
CTS | 40.4 | 0.107 | 4.72
finish | 40.4 | 0.105 | 4.71
global placement | 40.4 | 0.106 | 4.73
global route | 40.4 | 0.117 | 4.76
## kinds of logic after synthesis
kind of cell / Yosys count / synth area share (%)
simple gates: 28 / 16.3
xor+xnor: 10 / 9.41
fa+ha+maj: 18 / 26.6
buf+inv: 14 / 7.26
compound gates: 47 / 39.4
mux: 1 / 1.08
## synthesized netlist by cell type, drive strengths merged (3+ instances only)
library cell  count  area share [%]
ha               15              20
a21oi            14             8.3
inv              12             4.8
xnor2             9             8.5
o21ai             8             4.3
nor2              7             2.8
a21o              5             4.0
nand2             4             1.6
nand2b            4             2.7
and3              3             2.0
fa                3             6.5
nand3             3             1.6
## worst min-delay path by stage
stage         depth (start not counted)  startpoint      to
CTS                                   5         Cin  Sum[0]
global route                          5         Cin  Sum[0]
finish                                5         Cin  Sum[0]
## report_power, final
group	internal (mW)	switching, mW
clock network	0	0
registers	0	0
logic	0.0648	0.0400
total	0.0648	0.0400
## area by class of cell
type                       instances  area [sq um]
timing repair buffer              50           500
multi-input combinational        104           863
fill                             355          2160
inverter                          12          45.0
tap                               48          60.1
Power figures rest on the tool's default switching activity, not on a simulated workload.
